[design.v]
`timescale 1ns/ 1ps
module transmisson(write_pointer,data_out);
output [15:0] data_out;
input [15:0] write_pointer;
reg [15:0] input_ROM [256:0];
integer z;
initial begin
for(z=0;z<256;z=z+1)
input_ROM[z] = z*5;
end
assign data_out = input_ROM[write_pointer];
endmodule
module asynchronous_fifo(read_clk,write_clk,reset,data_out,r_empty,w_full);
parameter p =5;
parameter w=16;
parameter depth= 1<< p;
input read_clk,write_clk;
input reset;
output w_full,r_empty;
output [w-1 : 0] data_out;
wire [w-1 :0] data_in;
wire [p:0] read_pointer_grey, write_pointer_grey;
wire [p:0] read_pointer_bin, write_pointer_bin;
reg [p:0] read_pointer,read_s1,read_s2;
reg [p:0] write_pointer,write_s1,write_s2;
reg [w-1:0] memory[depth-1:0];
reg [w-1:0] transmitter_ptr;
reg full,empty;
transmisson t(transmitter_ptr,data_in);
always @(posedge reset or posedge write_clk)
begin
	if (reset) begin
		write_pointer <=0;
		transmitter_ptr <=0;
	end
	else if (full == 1'b0) begin
		write_pointer <= write_pointer+1;
		transmitter_ptr<= transmitter_ptr+1;
		memory[write_pointer[p-1:0]]<= data_in;
	end
end
always @(posedge reset or posedge read_clk) 
begin
	if (reset) begin
		read_pointer <=0;
	end
	else if(empty ==1'b0) begin
		read_pointer <= read_pointer +1;
	end
end
always @(posedge write_clk) begin
	read_s1 <= read_pointer_grey;
	read_s2 <= read_s1;
end
always @ (posedge read_clk) begin
	write_s1 <= write_pointer_grey;
	write_s2 <= write_s1;
end
always @(*)
begin	
	if(write_pointer_bin==read_pointer)
		empty=1;
	else
		empty=0;
end
always @(*)
begin
	if({~write_pointer[p],write_pointer[p-1:0]}==read_pointer_bin)
		full = 1;
	else
		full = 0;
end
	assign data_out = memory[read_pointer[p-1 : 0]];
	assign w_full = full;
	assign r_empty=empty;
	assign write_pointer_grey = write_pointer ^ (write_pointer >> 1);
   assign read_pointer_grey = read_pointer ^ (read_pointer >> 1);
	assign write_pointer_bin[5]=write_s2[5];
	assign write_pointer_bin[4]=write_s2[4] ^ write_pointer_bin[5];
	assign write_pointer_bin[3]=write_s2[3] ^ write_pointer_bin[4];
	assign write_pointer_bin[2]=write_s2[2] ^ write_pointer_bin[3];
	assign write_pointer_bin[1]=write_s2[1] ^ write_pointer_bin[2];
	assign write_pointer_bin[0]=write_s2[0] ^ write_pointer_bin[1];
	assign read_pointer_bin[5]=read_s2[5];
	assign read_pointer_bin[4]=read_s2[4] ^ read_pointer_bin[5];
	assign read_pointer_bin[3]=read_s2[3] ^ read_pointer_bin[4];
	assign read_pointer_bin[2]=read_s2[2] ^ read_pointer_bin[3];
	assign read_pointer_bin[1]=read_s2[1] ^ read_pointer_bin[2];
	assign read_pointer_bin[0]=read_s2[0] ^ read_pointer_bin[1];
endmodule
[run.sh]
#!/bin/bash
# OpenROAD 26Q1-2900-gdf79404cd8, Yosys 0.63+post, stock flow scripts
make -C /OpenROAD-flow-scripts/flow DESIGN_CONFIG=/design/flow/config.mk WORK_HOME=/design/flow/orfs finish
[config.mk]
export PLATFORM = sky130hd
export DESIGN_NAME = asynchronous_fifo
export DESIGN_NICKNAME = asynchronous_fifo
export VERILOG_FILES = /design/flow/design.v
export SDC_FILE = /design/flow/constraint.sdc
export NUM_CORES = 4
export LEC_CHECK = 1
export CORE_UTILIZATION = 50
export SYNTH_MEMORY_MAX_BITS = 65536
[constraint.sdc]
current_design asynchronous_fifo

set clk_period 4.2
set clk_io_pct 0.2

create_clock -name clk0 -period $clk_period [get_ports {read_clk}]
create_clock -name clk1 -period $clk_period [get_ports {write_clk}]

set non_clock_inputs [all_inputs -no_clocks]
set_input_delay [expr $clk_period * $clk_io_pct] -clock clk0 $non_clock_inputs
set_output_delay [expr $clk_period * $clk_io_pct] -clock clk0 [all_outputs]
==> results_slide.txt <==
Key Metrics from the Run

Final layout
  • Count of placed standard cells in the final layout, fillers left out: 1,682
  • Share of post-route cells with drive strength above 1: 18.8%
  • Fillers: 2,537
  • Area grow syn2layout: 15.0%
  • Final Instance Area: 19,200 um^2

Synthesis
  • Cell type with the largest total area after synthesis: sky130_fd_sc_hd__edfxtp_1
  • Synth Area in Simple Gates: 8.95%
  • Proportion of netlist area held by the largest area contributor: 63.3%
  • Share of synthesized cell area in full adder, half adder and majority cells: 2.25%
  • Post-synth seq share: 69.2%
  • Area fraction in compound gates after synthesis: 13.1%
  • Synth warnings: 3
  • Flip-flop and latch count after synthesis: 396
  • Post-Syn Area per Cell: 14.6 um^2
  • Logic family by area: AND-OR/OR-AND gates
  • Top cells by count: sky130_fd_sc_hd__edfxtp_1 (352), sky130_fd_sc_hd__a22oi_1 (68), sky130_fd_sc_hd__nand2_1 (63), sky130_fd_sc_hd__nand3_1 (53), sky130_fd_sc_hd__clkbuf_1 (52)
  • Distinct cells, synth: 75
  • Cell area leaders: sky130_fd_sc_hd__edfxtp_1 (63%), sky130_fd_sc_hd__a22oi_1 (3.1%), sky130_fd_sc_hd__dfrtp_1 (3.0%)
  • Post-Synth XOR/XNOR Area: 1.66%
  • Most common flop cell mapped by yosys: sky130_fd_sc_hd__edfxtp_1
  • Post-synth EDFFs: 352
  • Area of the mapped netlist: 16,700 um^2
  • Yosys-reported design area after synthesis: 16,700 um^2
  • Number of cells in Yosys stat: 1,145
  • Leading cell type by number of instances after synthesis: sky130_fd_sc_hd__edfxtp_1
  • Multiplexer area fraction after synthesis: 1.85%
  • Cell count after synthesis: 1,145
  • Share of flip-flops with an asynchronous set or reset after synthesis: 5.05%

Critical path
  • Reg2reg end: memory[0][2]
  • Worst setup SP type: flip-flop
  • CP Cell Sequence: ha_2 > and2_1 > ha_4 > buf_2 > buf_4 > a22oi_2 > o221ai_1 > a211oi_1 > nand3_1 > mux2_1 > clkdlybuf4s50_1
  • Endpoint arrival time on the critical path: 3.25 ns
  • Maximum net fanout on the critical path: 7
  • Number of gates on the worst path with buffers counted: 11
  • Critical Path End Type: primary output
  • Kind of critical path: flip-flop to primary output
  • CP delay by family, top: buffers and inverters
  • Launching point of the worst reg2reg path: write_pointer[4]
  • Crit-path slowest cell: sky130_fd_sc_hd__dfrtp_2
  • Slack of the worst reg-to-reg path: 1.14 ns
  • Peak per-stage delay on the critical path: 0.46 ns
  • Register-to-Register Path Depth: 8
  • Required time at the worst-slack endpoint: 3.36 ns
  • Count of buffer and inverter cells on the critical path: 3

STA
  • Max_slew headroom: 45.4%
  • Final TNS setup: 0 ns
  • Worst Tran Pin Value: 0.818 ns
  • Worst setup skew after layout: 0.0204 ns
  • Number of max-slew violations in the final report: 0
  • Endpoints failing hold: 0
  • Final-layout worst hold slack: 0.218 ns
  • Number of setup violations in the final report: 0

Global routing
  • Maximum number of pins on one net before global-route repair: 50
  • Vias in the first global route: 10,800
  • Global route total overflow: 0
  • Wire length of the first global-routing pass: 70,800 um
  • Total routing resource utilization after global routing: 32.3%
  • Initial antenna violation count: 1

Placed design
  • Weighted congestion at the end of routability-driven global placement: 0.922
  • Cells after DPL: 1,604
  • Instance area after placement: 17,800 um^2
  • Half-perimeter wire length of the detailed placement result: 29,100 um
  • PortBufs: 14

Clock tree
  • Clock sinks: 396
  • Number of buffers added to fix hold violations after cts: 0
  • CTS tree: built
  • Clock edge transition at the registers on the reported setup and hold paths: 0.06 ns

Floorplanning
  • Chip Height: 185 um
  • Die width: 185 um
  • Number of placement rows: 66
  • Core region area: 32,700 um^2
  • Starting density of the core: 51.1%
  • Chip Area: 34,100 um^2
  • I/O pin count: 21

Min path
  • Worst min-delay path class: flip-flop to flip-flop
  • Startpoint of the worst hold path: read_pointer[5]
  • Min-Delay Path Depth: 0
  • Worst hold endpoint: read_s1[5]

Route
  • Number of nets with antenna violations after detailed routing: 0
  • Wirelength, routed: 48,900 um
  • Router iterations before antenna repair: 5
  • Number of vias per cell after detailed routing: 6.34
  • Routed wire length per instance: 29.1 um
  • DRC violation count after routing: 0
  • Drt first-iter violations: 861
  • Number of vias in the routed layout: 10,700

Power and ir drop
  • Power Density: 405 nW/um^2
  • Share of total power in sequential cells: 54.4%
  • Internal portion of total power: 6.28 mW
  • Combinational group share of total power: 0.2%
  • Fraction of power spent switching nets: 19.2%
  • Peak supply drop: 0.239 mV
  • Clock Power Share: 45.3%
  • Final total power: 7.77 mW
  • Power spent charging and discharging nets: 1.49 mW
  • Static Leakage: 6.32 nW

Flow run
  • OpenROAD warning count: 44
  • Number of maximum-capacitance constraint violations: 0

Status
  • Status: finished, final reports clean
[metal layers]
metal	global-route usage, %	vias up	part of all wire [%]
met1	43.9	5211	36
met5	1.63	-	0.12
met4	10.4	2	4.1
li1	-	4676	-
met3	20.6	107	15
met2	45.2	660	45
[cells by family after synthesis]
logic type                 Yosys count
xor gates and xnor gates            24
AOI/OAI and AO/OA                  297
adders and majority gates           30
and+or+nand+nor                    255
DFF                                396
muxes                               29
buffers and inverters              113
other                                1
[how the worst max path moves through the flow]
stage / startpoint / end / slack, ns
4_1_cts: read_pointer[1] / data_out[4] / 0.02
6_report: read_pointer[3] / data_out[2] / 0.11
5_1_grt: read_pointer[2] / data_out[8] / -0.007
[per-stage QoR]
step,util [%],setup WS (ns)
3_3_place_gp,54.4,0.0529
2_1_floorplan,-,0.272
3_5_place_dp,54.4,0.0239
4_1_cts,58.4,0.0219
6_report,58.7,0.106
5_1_grt,58.7,-0.00733
[flip-flops by register name, summed over array words and instances (netlist names)]
register and count:
memory 352, read_pointer 6, read_s1 6, read_s2 6, transmitter_ptr 8, write_pointer 6
write_s1 6, write_s2 6
[layout by cell type, fill, tap and decap left out, drive strengths merged, types with 14 or more instances in the layout]
cell type,Yosys,layout
a222oi,15,15
dfxtp,24,24
o211ai,17,17
inv,21,23
a21oi,36,36
nand3,53,53
buf,38,93
nand2,63,63
o22ai,18,18
a22oi,68,68
ha,30,30
nor2b,15,15
a221oi,19,19
nor2,18,18
o21ai,45,45
dfrtp,20,20
mux2i,17,17
edfxtp,352,352
nor3,38,38
clkbuf,52,59
clkinv,2,14
[cell type report]
type	count	area, um^2	share of cell area [%]
multi-input cells	640	4810	25.1
inverters	23	86.3	0.449
repair buffers	106	886	4.61
clock inverters	15	119	0.619
diodes	1	2.50	0.0130
clock buffers	59	1190	6.19
well taps	442	553	2.88
flip-flops and latches	396	11600	60.2
[timing repair]
action	in CTS	in global routing
endpoints found under the setup margin	5	11
pin swaps	0	1
buffers inserted	0	3
gates resized	5	18
[power groups by stage]
stage                 logic (mW)  clock network, mW  registers [mW]
final                     0.0187               3.52            4.23
after global routing      0.0205               3.71            4.23
after CTS                 0.0189               3.56            4.23
No activity file was given, so power comes from the tool's default toggle rates.
